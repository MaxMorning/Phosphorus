--- ./constraint.sdc ---
current_design GPUController

set clk_period 5.1
set clk_io_pct 0.2

create_clock -name clk0 -period $clk_period [get_ports {clk}]

set non_clock_inputs [all_inputs -no_clocks]
set_input_delay [expr $clk_period * $clk_io_pct] -clock clk0 $non_clock_inputs
set_output_delay [expr $clk_period * $clk_io_pct] -clock clk0 [all_outputs]
--- ./config.mk ---
export PLATFORM = sky130hd
export DESIGN_NAME = GPUController
export DESIGN_NICKNAME = GPUController
export VERILOG_FILES = /design/flow/design.v
export SDC_FILE = /design/flow/constraint.sdc
export NUM_CORES = 4
export LEC_CHECK = 1
export CORE_UTILIZATION = 30
--- ./design.v ---
module GPUController (
    input wire clk,
    input wire reset_n,
    input wire i_cr_we,
    input wire[3:0] i_cr_addr,
    input wire[9:0] i_cr_value,
    output wire[7:0] o_texture_idx,
    output wire[9:0] o_spirit_idx,
    input wire[63:0] i_spirit_position_struct,
    output wire[5:0] o_tilemap_x_idx,
    output wire[5:0] o_tilemap_y_idx,
    input wire[7:0] i_tilemap_texture_idx,
    output reg o_calc_ena,
    output reg[4:0] o_calc_start_x,
    output reg[4:0] o_calc_start_y,
    output reg[7:0] o_calc_position_z,
    output wire o_output_ena,
    output reg [5:0] o_current_tile_x,
    output reg [5:0] o_current_tile_y,
    output wire o_sm_render_done
);
    reg output_ena_reg;
    reg render_ena_reg;
    reg mode_reg;
    reg[9:0] spirit_cnt_reg;
    assign o_output_ena = output_ena_reg;
    always @(posedge clk or negedge reset_n) begin
        if (!reset_n) begin
            output_ena_reg <= 0;
            render_ena_reg <= 0;
            mode_reg <= 1;
            spirit_cnt_reg <= 0;
        end
        else if (i_cr_we) begin
            case (i_cr_addr)
                4'h0: 
                begin
                    output_ena_reg <= i_cr_value[0];
                end
                4'h4:
                begin
                    render_ena_reg <= i_cr_value[0];
                end
                4'h8:
                begin
                    mode_reg <= i_cr_value[0];
                end
                4'hc:
                begin
                    spirit_cnt_reg <= i_cr_value;
                end
            endcase
        end
    end
    reg[5:0] current_tile_x;
    reg[5:0] current_tile_y;
    reg[9:0] spirit_idx;
    reg[7:0] frame_cnt;
    wire spirit_in_block;
    wire[15:0] spirit_position_x = i_spirit_position_struct[15:0];
    wire[15:0] spirit_position_y = i_spirit_position_struct[31:16];
    assign spirit_in_block =    ((spirit_position_x > {current_tile_x - 1, 4'h0}) || current_tile_x == 0) &
                                (spirit_position_x < {current_tile_x + 1, 4'h0}) &
                                ((spirit_position_y > {current_tile_y - 1, 4'h0}) || current_tile_y == 0) &
                                (spirit_position_y < {current_tile_y + 1, 4'h0});
    assign o_texture_idx = (spirit_idx == 0) ? i_tilemap_texture_idx : i_spirit_position_struct[39:32];
    assign o_spirit_idx = spirit_idx;
    assign o_tilemap_x_idx = current_tile_x;
    assign o_tilemap_y_idx = current_tile_y;
    reg sm_render_done;
    assign o_sm_render_done = sm_render_done;
    always @(posedge clk or negedge reset_n) begin
        if (!reset_n) begin
            current_tile_x <= 0;
            current_tile_y <= 0;
            spirit_idx <= 0;
            frame_cnt <= 0;
            sm_render_done <= 0;
        end
        else if (render_ena_reg) begin
            if (current_tile_y == (480 / 16 - 1) && (current_tile_x == (640 / 16 - 1))) begin
                frame_cnt <= frame_cnt + 1;
                current_tile_y <= 0;
                current_tile_x <= 0;
                spirit_idx <= 0;
                sm_render_done <= 1;
            end
            else if (current_tile_x == (640 / 16 - 1) && (spirit_idx == spirit_cnt_reg)) begin
                current_tile_x <= 0;
                spirit_idx <= 0;
                current_tile_y <= current_tile_y + 1;
                sm_render_done <= 1;
            end
            else if (spirit_idx == spirit_cnt_reg) begin
                current_tile_x <= current_tile_x + 1;
                spirit_idx <= 0;
                sm_render_done <= 1;   
            end
            else begin
                spirit_idx <= spirit_idx + 1;
                sm_render_done <= 0;
            end
        end
    end
    always @(posedge clk or negedge reset_n) begin
        if (!reset_n) begin
            o_calc_position_z <= 0;
            o_calc_start_x <= 0;
            o_calc_start_y <= 0;
        end
        else if (spirit_idx == 0) begin
            o_calc_position_z <= 0;
            o_calc_start_x <= 5'b10000;
            o_calc_start_y <= 5'b10000;
        end
        else begin
            o_calc_position_z <= i_spirit_position_struct[47:40];
            o_calc_start_x <= (spirit_position_x - {current_tile_x - 1, 4'h0});
            o_calc_start_y <= (spirit_position_y - {current_tile_y - 1, 4'h0});
        end
    end
    always @(posedge clk or negedge reset_n) begin
        if (!reset_n) begin
            o_calc_ena <= 0;
        end
        else begin
            o_calc_ena <= render_ena_reg & ((spirit_idx == 0) | (i_spirit_position_struct[47:40] != 0 && spirit_in_block));
        end
    end
    always @(posedge clk or negedge reset_n) begin
        if (!reset_n) begin
            o_current_tile_x <= 0;
            o_current_tile_y <= 0;
        end
        else begin
            o_current_tile_x <= current_tile_x;
            o_current_tile_y <= current_tile_y;
        end
    end
endmodule
--- ./run.sh ---
#!/bin/bash
# OpenROAD 26Q1-2900-gdf79404cd8, Yosys 0.63+post, stock flow scripts
make -C /OpenROAD-flow-scripts/flow DESIGN_CONFIG=/design/flow/config.mk WORK_HOME=/design/flow/orfs finish
==> run_results.csv <==
group,metric,value,unit
layout,drive_above_1_share,0.0872,
layout,design_area,0.00576,mm2
global_routing,grt.met2_usage,0.219,
detailed_routing,drtAntennaViolNets,0,
clocking,post_cts_buffers,0,
placement,gp_congestion,0.865,
placement,dpl_cell_area,0.00545,mm2
layout,mi_logic_area,0.00218,mm2
setup_path,crit_type,"reg -> out",
sta,tightest_slew,0.717,ns
sta,relSlewSlack,0.521,
pwr,powerDensity,325,mW/mm2
detailed_routing,routed_wl,9.10,mm
sta,slew_viol_final,0,
layout,ff_latch_area,0.00165,mm2
clocking,clkTransAtPathRegs,0.05,ns
sta,final-setup-viol-count,0,
setup_path,ff2ff_path_depth,9,
run_status,status,"complete, no violations",
global_routing,grt_max_degree,46,
clocking,numCtsBuffers,9,
setup_path,r2r_slack,2.19,ns
setup_path,rr_endpoint,"o_calc_ena$_DFF_PN0_",
sta,rsz0062_at_grt,"false",
die,chipArea,0.0137,mm2
die,core,0.0128,mm2
detailed_routing,via_per_inst,4.66,
global_routing,grt.busiest_layer,"met2",
synthesis,synth_area,0.00397,mm2
detailed_routing,wl_per_cell,13.2,um
placement,place_inst,672,
clocking,cts_resized,0,
placement,dpl.hpwl,7.20,mm
synthesis,synth_top_area_share,0.416,
synthesis,yosysChipArea,0.00397,mm2
sta,period_needed,3.74,ns
layout,fillers,1159,
detailed_routing,num_antenna_cells,0,
synthesis,edf_count,0,
synthesis,synth_area_leader_cell,"dfrtp_1",
pwr,fin_total_pwr,1870,uW
synthesis,yosys-top-cells-area,"dfrtp_1 42%, ha_1 14%, mux2_2 5.7%",
layout,synthToLayoutAreaGrowth,45.1,%
clocking,htreeDepth,3,
global_routing,use_met3,0.0288,
placement,portBuffers,135,
setup_path,cp-end-kind,"output pin",
synthesis,synth_seq_share,0.416,
die,die_w,117,um
setup_path,startpoint,"spirit_idx[5]$_DFFE_PN0P_",
detailed_routing,vias,3209,
global_routing,track_usage,0.139,
synthesis,synth_cells,379,
min_path,min-delay-start,"sm_render_done$_DFFE_PN0P_",
clocking,cts_root_buffer,"clkbuf_16",
min_path,hold_path.class,"reg -> reg",
setup_path,crit_fanout,27,
die,io_pins,152,
global_routing,first_global_vias,2991,
layout,final_cell_mix,"134 x clkdlybuf4s50_1, 66 x dfrtp_1, 45 x ha_1",
global_routing,antenna_found_initial,0,
min_path,whs_path_depth,1,
sta,max_freq,0.268,GHz
detailed_routing,drt_iter0_drc,71,
synthesis,synth_cell_types,51,
die,die_h,117,um
clocking,insertion_delay,0.33,ns
die,fp_util,0.311,
synthesis,ys_cells,379,
synthesis,avgSynthCellArea,10.5,um2
synthesis,ys.flops,66,
job,openroad.warnings,47,
min_path,holdPathEnd,"sm_render_done$_DFFE_PN0P_",
pwr,vdd_drop_max,0.127,mV
synthesis,ys_async_sr_fraction,1.00,
clocking,cts_hold_buf,0,
clocking,cts_tree,"yes",
layout,mostFrequentLayoutCell,"clkdlybuf4s50_1",
detailed_routing,drc,0,
sta,hold_viol_final,0,
setup_path,r2r_start,"current_tile_x[2]$_DFFE_PN0P_",
setup_path,cp.arrival,2.72,ns
die,num_rows,41,
detailed_routing,first_pass_iters,4,
layout,post-route-util,0.451,
job,max_cap_viol_count,0,
sta,period_used_share,0.733,
clocking,cts_sinks,66,
global_routing,grt_first_pass_wirelength,14.6,mm
layout,instances_no_fill,688,
sta,fin_skew,0.00718,ns
synthesis,synth_warnings,1,
setup_path,required,4.08,ns
global_routing,grt_remaining_overflow,0,
sta,finalSetupTns,0,ns
clocking,cts_buffer_depth,2,
pwr,leakagePower,0.00241,uW
setup_path,start_kind,"flop",
global_routing,met1_usage,0.205,
synthesis,synthFlopType,"dfrtp_1",
==> cell type report <==
class	count	share of cell area
multi-input combinational	286	0.379
clock buffer	10	0.0415
clock inverter	6	0.0115
sequential	66	0.287
timing repair buffer	136	0.236
tap	172	0.0374
inverter	12	0.00782
==> how the worst max path moves through the flow <==
stage	endpoint	slack [ns]	depth (start not counted)
final	o_texture_idx[6]	1.36	4
after global routing	o_texture_idx[5]	1.14	4
after CTS	o_texture_idx[4]	1.30	4
==> Yosys cell counts, types with 2 or more instances <==
| cell type | instances |
|---|---|
| xor2_1 | 11 |
| nand2b_1 | 2 |
| o21a_1 | 2 |
| nand4_1 | 11 |
| nand3_1 | 16 |
| nand2_1 | 30 |
| buf_4 | 2 |
| and3_1 | 5 |
| a211oi_1 | 3 |
| a21oi_1 | 11 |
| xnor2_1 | 20 |
| a21boi_0 | 4 |
| nor2_1 | 17 |
| inv_1 | 12 |
| o31ai_1 | 5 |
| o22ai_1 | 3 |
| o21ai_0 | 12 |
| nor3_1 | 9 |
| dfrtp_1 | 66 |
| buf_6 | 2 |
| buf_2 | 5 |
| nor2b_1 | 5 |
| nor4_1 | 6 |
| clkbuf_1 | 5 |
| and2_1 | 17 |
| o211ai_1 | 4 |
| ha_1 | 45 |
| nor3b_1 | 5 |
| mux2_2 | 20 |
| or4_1 | 2 |
| or3_1 | 2 |
==> worst max-delay path: stages, from the launching register on <==
cell and delay (ns):
dfrtp_1 0.45, nor4_1 0.39, nand4b_2 0.63, mux2_2 0.50, clkdlybuf4s50_1 0.40
==> power breakdown <==
group	total, uW	switching [uW]	internal (uW)
logic	572	236	336
registers	681	84.9	596
clock network	616	225	391
total	1870	546	1320
==> stage by stage <==
step,hold WS (ns),setup WS [ns]
4_1_cts,0.490,1.30
6_report,0.488,1.36
5_1_grt,0.512,1.14
3_5_place_dp,0.476,1.68
2_1_floorplan,0.349,2.61
3_3_place_gp,0.465,1.71
==> cell families after synthesis <==
family | share of synthesized area
fa+ha+maj | 0.142
xor+xnor | 0.0725
simple gates | 0.194
mux | 0.0593
compound gates | 0.0829
flops | 0.416
buf+inv | 0.0331
==> routing by layer <==
| metal | share of wire | wire length, um | vias to the layer above |
|---|---|---|---|
| met4 | 0.014 | 129 | 0 |
| met1 | 0.47 | 4290 | 1482 |
| met5 | 0 | 0 | - |
| li1 | - | - | 1633 |
| met2 | 0.46 | 4140 | 85 |
| met3 | 0.059 | 539 | 9 |
Power figures rest on the tool's default switching activity, not on a simulated workload.
