$ cat flow/design.v
module StreamProcessor #(
    parameter my_position_x = 0,
    parameter my_position_y = 0
) (
    input wire clk,
    input wire reset_n,
    input wire ena,
    input wire [16 * 8 - 1 :0] i_texture_data,
    input wire [4:0] i_start_x,
    input wire [4:0] i_start_y,
    input wire [7:0] i_position_z,
    output wire [7:0] o_color
);
    reg [7:0] current_position;
    reg [7:0] current_color;
    reg [7:0] output_color;
    wire [4:0] start_x_check = {1'b1, my_position_x[3:0]} - i_start_x;
    wire [4:0] start_y_check = {1'b1, my_position_y[3:0]} - i_start_y;
    assign o_color = output_color;
    wire [7:0] new_color = i_texture_data[{start_x_check[3:0], 3'h7} -: 8];
    always @(posedge clk or negedge reset_n) begin
        if (!reset_n) begin
            current_position <= 8'h0;
            current_color <= 255;
        end
        else if (ena) begin
            if (i_position_z == 0) begin
                if (current_color == 255) begin
                    output_color <= new_color;
                end
                else begin
                    output_color <= current_color;
                    current_color <= 255;
                end
                current_position <= 0;
            end
            else begin
                if (current_position <= i_position_z &&
                    start_x_check[4] == 0 &&
                    start_y_check[4] == 0 &&
                    new_color != 255) begin
                    current_color <= new_color;
                    current_position <= i_position_z;
                end
            end
        end
    end
endmodule
$ cat flow/run.sh
#!/bin/bash
# OpenROAD 26Q1-2900-gdf79404cd8, Yosys 0.63+post, stock flow scripts
make -C /OpenROAD-flow-scripts/flow DESIGN_CONFIG=/design/flow/config.mk WORK_HOME=/design/flow/orfs finish
$ cat flow/config.mk
export PLATFORM = sky130hd
export DESIGN_NAME = StreamProcessor
export DESIGN_NICKNAME = StreamProcessor
export VERILOG_FILES = /design/flow/design.v
export SDC_FILE = /design/flow/constraint.sdc
export NUM_CORES = 4
export LEC_CHECK = 1
export CORE_UTILIZATION = 40
$ cat flow/constraint.sdc
current_design StreamProcessor

set clk_period 2.8
set clk_io_pct 0.2

create_clock -name clk0 -period $clk_period [get_ports {clk}]

set non_clock_inputs [all_inputs -no_clocks]
set_input_delay [expr $clk_period * $clk_io_pct] -clock clk0 $non_clock_inputs
set_output_delay [expr $clk_period * $clk_io_pct] -clock clk0 [all_outputs]
==> flow_metrics.tcl <==
# collected from the flow reports
set metrics [dict create \
    cp_cell_sequence "clkdlybuf4s50_1 -> inv_1 -> ha_1 -> a21o_1 -> a21o_1 -> a21oi_2 -> nor2_1 -> or3_4 -> a31oi_4 -> buf_6 -> mux2i_1" \
    drtIter0Drc 43 \
    cts.sinks 24 \
    ir_worst_vdd_mv 0.3697 \
    place_ws_ns -0.3040 \
    wl_per_cell_um 16.79 \
    fin_setup_tns_ns 0 \
    synthFlopType "edfxtp_1" \
    antenna_found_initial 0 \
    synth_top_cell_by_count "mux4_2" \
    setup_viol 0 \
    power_frac_seq 0.322 \
    clock_path_buffers 2 \
    r2r_end "current_position[4]" \
    cp-endpoint "current_position[4]" \
    worst_clock_skew_ns 0.005283 \
    cap_violations 0 \
    io_buffers 156 \
    async_flop_share 0.6667 \
    cp_slowest_cell "clkdlybuf4s50_1" \
    numSynthFlops 24 \
    worstSetupPathType "input pin to register" \
    ys_seq_share 0.2734 \
    remaining_drc_errors 0 \
    ys_warn_count 1 \
    min_from "current_position[2]" \
    cts_buffers 3 \
    cellPowerDensity_nw_per_um2 430.8 \
    path_max_fanout 7 \
    status "completed" \
    max_freq_mhz 367.8 \
    path_buffers 3 \
    dp_hpwl_mm 6.291 \
    hold_depth 2 \
    stdcell_count 447 \
    fp_util 0.4244 \
    endpoint_kind "register" \
    dr_total_vias 2372 \
    synth_area_per_cell_um2 12.27 \
    grt.total_usage 0.2499 \
    ctsRootBufferMaster "clkbuf_8" \
    r2r-start "current_position[5]" \
    die_w_um 79.13 \
    cp-startpoint "i_position_z[5]" \
    slowest_delay_ns 0.48 \
    netlist_area_um2 2380 \
    ys_cells 194 \
    gp_congestion 0.8849 \
    common_cells "34 x mux4_2, 19 x nand2_1, 16 x mux2i_1" \
    h-tree-depth 1 \
    ant_nets 0 \
    layout-drive-gt1-share 0.2373 \
    warnings 28 \
    wl_mm 7.506 \
    ys_chip_area_um2 2380 \
    ioPinCount 157 \
    tightest_slew_ns 0.4991 \
    cp_num_cells 11 \
    placedCellCount 441 \
    p_sw_uw 539.5 \
    r2r_slack_ns 0.50 \
    cp_common_cell "a21o_1" \
    slew_viol_final 0 \
    dieArea_um2 6262 \
    cts_tree "yes" \
    crit_arrival_ns 2.91 \
    swShare 0.2855 \
    grt_overflow_total 0 \
    min_path_type "register to register" \
    p_int_mw 1.350 \
    yosys.area.top_type "mux4_2" \
    whs_ns 0.5322 \
    rows 27 \
    grt_pass1_wl_mm 11.63 \
    critical_path_required_ns 2.99 \
    fin_crit_sh 0.9709 \
    syn_inst 194 \
    leakage_nw 1.752 \
    n_antenna_cell 0 \
    cp-start-kind "input pin" \
    yosysUniqueCellTypes 38 \
    fin_crit_ns 2.719 \
    p_total_mw 1.890 \
    clock.latency.late_pin_ns 0.27 \
    die_h_um 79.13 \
    setup_ws_ns 0.08137 \
    top_cells_by_area "mux4_2 32%, edfxtp_1 10%, dfstp_2 8.8%, dfrtp_1 8.4%, mux2i_1 6.7%" \
    top_area_frac 0.3218 \
    p_clk_frac 0.160 \
    core-area_um2 5608 \
    grt_max_degree 27 \
    area_growth_pct 84.33 \
    drt-pass1-iter-count 4 \
    hold_viol_final 0 \
    combPwrFrac 0.518 \
    routed_via_density 5.306 \
    holdBufCountCts 0 \
    max-slew-margin-rel 0.6661 \
    cts.clk_slew.worst_paths_ns 0.08 \
    grt_pass1_vias 2445 \
    r2r_cells 9 \
    edf_count 8 \
    crit_family "buffers and inverters" \
]
worst min-delay path: stages (launching register included):
cell and delay [ns]:
dfrtp_1 0.38, nand2_1 0.06, mux2i_1 0.05
power by group through the flow:
stage	logic, mW	clock network, mW	registers (mW)
after CTS	0.947	0.307	0.608
after global routing	1.06	0.320	0.626
final	0.979	0.302	0.609
sequential cells by signal, summed over array words and instances, names as in the netlist:
signal            count
output_color          8
current_position      8
current_color         8
per-layer routing:
layer / up-vias / wire length [µm] / GRT usage / share of wire
met4: 0 / 113 / 0.03273 / 0.015
met5: - / 0 / 0 / 0
met1: 1146 / 2951 / 0.3499 / 0.39
met2: 87 / 3879 / 0.4310 / 0.52
li1: 1131 / - / - / -
met3: 8 / 562 / 0.04667 / 0.075
cell usage in the layout, fill, tap and decap left out, types with 2 or more instances in the layout:
cell and count:
a21boi_1 8, a21o_1 2, a21oi_1 3, a2bb2oi_1 8, buf_12 4, buf_4 24
buf_6 2, clkbuf_16 2, clkbuf_8 3, clkdlybuf4s50_1 154, dfrtp_1 8, dfstp_2 8
edfxtp_1 8, ha_1 8, inv_1 11, mux2_1 4, mux2i_1 14, mux2i_2 2
mux4_2 34, nand2_1 19, nand2b_1 8, nand3_1 2, nand4_1 6, nor2_1 7
nor4_1 2, xnor2_1 3, xor2_1 2
stage by stage:
stage	utilization	instance area (µm²)
after floorplan	-	2441
after global placement	0.7559	4239
after detailed placement	0.7559	4239
after CTS	0.7693	4314
after global routing	0.7822	4387
final	0.7822	4387
how the worst min path moves through the flow:
stage                          to  slack, ns
CTS           current_position[2]       0.54
global route  current_position[5]       0.56
finish        current_position[2]       0.53
layout make-up:
type,instances,area [µm²]
inverters,13,51.30
clock inverters,1,30.03
repair buffers,188,1892
flip-flops and latches,24,650.6
multi-input cells,146,1632
fillers,373,1221
clock buffers,3,41.29
well taps,72,90.09
cell families (layout without fill, tap and decap cells):
kind of cell,count (synthesis),count (layout),share of synthesized area
multiplexers,55,55,0.4127
AND/OR/NAND/NOR,50,50,0.1046
AND-OR/OR-AND,27,27,0.08885
flip-flops,24,24,0.2734
buffers and inverters,24,205,0.05468
adder cells (fa/ha/maj),9,9,0.04732
XOR/XNOR,5,5,0.01841
what timing repair did:
action	4_1_cts	5_1_grt
pin swaps	0	3
endpoints found under the setup margin	7	16
resized	1	6
gates cloned	0	2
setup buffers	0	0
hold endpoints to repair	0	0
Power is estimated from default activity; no workload was simulated.
