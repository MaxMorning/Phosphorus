**/design/flow/config.mk**
```make
export PLATFORM = sky130hd
export DESIGN_NAME = ColorConverter
export DESIGN_NICKNAME = ColorConverter
export VERILOG_FILES = /design/flow/design.v
export SDC_FILE = /design/flow/constraint.sdc
export NUM_CORES = 4
export LEC_CHECK = 1
export CORE_AREA = 10 10 99 99
export DIE_AREA = 0 0 109 109
export SYNTH_MEMORY_MAX_BITS = 65536
```
**/design/flow/run.sh**
```bash
#!/bin/bash
# OpenROAD 26Q1-2900-gdf79404cd8, Yosys 0.63+post, stock flow scripts
make -C /OpenROAD-flow-scripts/flow DESIGN_CONFIG=/design/flow/config.mk WORK_HOME=/design/flow/orfs finish
```
**/design/flow/constraint.sdc**
```tcl
current_design ColorConverter

set clk_period 2.2
set clk_io_pct 0.2

create_clock -name clk0 -period $clk_period

set non_clock_inputs [all_inputs -no_clocks]
set_input_delay [expr $clk_period * $clk_io_pct] -clock clk0 $non_clock_inputs
set_output_delay [expr $clk_period * $clk_io_pct] -clock clk0 [all_outputs]
```
**/design/flow/design.v**
```verilog
module ColorConverter (
    input wire[7:0] color256,
    output wire [7:0] r_value,
    output wire [7:0] g_value,
    output wire [7:0] b_value
);
    reg [23:0] color_24_bit;
    assign r_value = color_24_bit[23:16];
    assign g_value = color_24_bit[15:8];
    assign b_value = color_24_bit[7:0];
    always @(*) begin
        case (color256)
            0: color_24_bit = 24'hffffff;
            1: color_24_bit = 24'hffffcc;
            2: color_24_bit = 24'hffff99;
            3: color_24_bit = 24'hffff66;
            4: color_24_bit = 24'hffff33;
            5: color_24_bit = 24'hffff00;
            6: color_24_bit = 24'hffccff;
            7: color_24_bit = 24'hffcccc;
            8: color_24_bit = 24'hffcc99;
            9: color_24_bit = 24'hffcc66;
            10: color_24_bit = 24'hffcc33;
            11: color_24_bit = 24'hffcc00;
            12: color_24_bit = 24'hff99ff;
            13: color_24_bit = 24'hff99cc;
            14: color_24_bit = 24'hff9999;
            15: color_24_bit = 24'hff9966;
            16: color_24_bit = 24'hff9933;
            17: color_24_bit = 24'hff9900;
            18: color_24_bit = 24'hff66ff;
            19: color_24_bit = 24'hff66cc;
            20: color_24_bit = 24'hff6699;
            21: color_24_bit = 24'hff6666;
            22: color_24_bit = 24'hff6633;
            23: color_24_bit = 24'hff6600;
            24: color_24_bit = 24'hff33ff;
            25: color_24_bit = 24'hff33cc;
            26: color_24_bit = 24'hff3399;
            27: color_24_bit = 24'hff3366;
            28: color_24_bit = 24'hff3333;
            29: color_24_bit = 24'hff3300;
            30: color_24_bit = 24'hff00ff;
            31: color_24_bit = 24'hff00cc;
            32: color_24_bit = 24'hff0099;
            33: color_24_bit = 24'hff0066;
            34: color_24_bit = 24'hff0033;
            35: color_24_bit = 24'hff0000;
            36: color_24_bit = 24'hccffff;
            37: color_24_bit = 24'hccffcc;
            38: color_24_bit = 24'hccff99;
            39: color_24_bit = 24'hccff66;
            40: color_24_bit = 24'hccff33;
            41: color_24_bit = 24'hccff00;
            42: color_24_bit = 24'hccccff;
            43: color_24_bit = 24'hcccccc;
            44: color_24_bit = 24'hcccc99;
            45: color_24_bit = 24'hcccc66;
            46: color_24_bit = 24'hcccc33;
            47: color_24_bit = 24'hcccc00;
            48: color_24_bit = 24'hcc99ff;
            49: color_24_bit = 24'hcc99cc;
            50: color_24_bit = 24'hcc9999;
            51: color_24_bit = 24'hcc9966;
            52: color_24_bit = 24'hcc9933;
            53: color_24_bit = 24'hcc9900;
            54: color_24_bit = 24'hcc66ff;
            55: color_24_bit = 24'hcc66cc;
            56: color_24_bit = 24'hcc6699;
            57: color_24_bit = 24'hcc6666;
            58: color_24_bit = 24'hcc6633;
            59: color_24_bit = 24'hcc6600;
            60: color_24_bit = 24'hcc33ff;
            61: color_24_bit = 24'hcc33cc;
            62: color_24_bit = 24'hcc3399;
            63: color_24_bit = 24'hcc3366;
            64: color_24_bit = 24'hcc3333;
            65: color_24_bit = 24'hcc3300;
            66: color_24_bit = 24'hcc00ff;
            67: color_24_bit = 24'hcc00cc;
            68: color_24_bit = 24'hcc0099;
            69: color_24_bit = 24'hcc0066;
            70: color_24_bit = 24'hcc0033;
            71: color_24_bit = 24'hcc0000;
            72: color_24_bit = 24'h99ffff;
            73: color_24_bit = 24'h99ffcc;
            74: color_24_bit = 24'h99ff99;
            75: color_24_bit = 24'h99ff66;
            76: color_24_bit = 24'h99ff33;
            77: color_24_bit = 24'h99ff00;
            78: color_24_bit = 24'h99ccff;
            79: color_24_bit = 24'h99cccc;
            80: color_24_bit = 24'h99cc99;
            81: color_24_bit = 24'h99cc66;
            82: color_24_bit = 24'h99cc33;
            83: color_24_bit = 24'h99cc00;
            84: color_24_bit = 24'h9999ff;
            85: color_24_bit = 24'h9999cc;
            86: color_24_bit = 24'h999999;
            87: color_24_bit = 24'h999966;
            88: color_24_bit = 24'h999933;
            89: color_24_bit = 24'h999900;
            90: color_24_bit = 24'h9966ff;
            91: color_24_bit = 24'h9966cc;
            92: color_24_bit = 24'h996699;
            93: color_24_bit = 24'h996666;
            94: color_24_bit = 24'h996633;
            95: color_24_bit = 24'h996600;
            96: color_24_bit = 24'h9933ff;
            97: color_24_bit = 24'h9933cc;
            98: color_24_bit = 24'h993399;
            99: color_24_bit = 24'h993366;
            100: color_24_bit = 24'h993333;
            101: color_24_bit = 24'h993300;
            102: color_24_bit = 24'h9900ff;
            103: color_24_bit = 24'h9900cc;
            104: color_24_bit = 24'h990099;
            105: color_24_bit = 24'h990066;
            106: color_24_bit = 24'h990033;
            107: color_24_bit = 24'h990000;
            108: color_24_bit = 24'h66ffff;
            109: color_24_bit = 24'h66ffcc;
            110: color_24_bit = 24'h66ff99;
            111: color_24_bit = 24'h66ff66;
            112: color_24_bit = 24'h66ff33;
            113: color_24_bit = 24'h66ff00;
            114: color_24_bit = 24'h66ccff;
            115: color_24_bit = 24'h66cccc;
            116: color_24_bit = 24'h66cc99;
            117: color_24_bit = 24'h66cc66;
            118: color_24_bit = 24'h66cc33;
            119: color_24_bit = 24'h66cc00;
            120: color_24_bit = 24'h6699ff;
            121: color_24_bit = 24'h6699cc;
            122: color_24_bit = 24'h669999;
            123: color_24_bit = 24'h669966;
            124: color_24_bit = 24'h669933;
            125: color_24_bit = 24'h669900;
            126: color_24_bit = 24'h6666ff;
            127: color_24_bit = 24'h6666cc;
            128: color_24_bit = 24'h666699;
            129: color_24_bit = 24'h666666;
            130: color_24_bit = 24'h666633;
            131: color_24_bit = 24'h666600;
            132: color_24_bit = 24'h6633ff;
            133: color_24_bit = 24'h6633cc;
            134: color_24_bit = 24'h663399;
            135: color_24_bit = 24'h663366;
            136: color_24_bit = 24'h663333;
            137: color_24_bit = 24'h663300;
            138: color_24_bit = 24'h6600ff;
            139: color_24_bit = 24'h6600cc;
            140: color_24_bit = 24'h660099;
            141: color_24_bit = 24'h660066;
            142: color_24_bit = 24'h660033;
            143: color_24_bit = 24'h660000;
            144: color_24_bit = 24'h33ffff;
            145: color_24_bit = 24'h33ffcc;
            146: color_24_bit = 24'h33ff99;
            147: color_24_bit = 24'h33ff66;
            148: color_24_bit = 24'h33ff33;
            149: color_24_bit = 24'h33ff00;
            150: color_24_bit = 24'h33ccff;
            151: color_24_bit = 24'h33cccc;
            152: color_24_bit = 24'h33cc99;
            153: color_24_bit = 24'h33cc66;
            154: color_24_bit = 24'h33cc33;
            155: color_24_bit = 24'h33cc00;
            156: color_24_bit = 24'h3399ff;
            157: color_24_bit = 24'h3399cc;
            158: color_24_bit = 24'h339999;
            159: color_24_bit = 24'h339966;
            160: color_24_bit = 24'h339933;
            161: color_24_bit = 24'h339900;
            162: color_24_bit = 24'h3366ff;
            163: color_24_bit = 24'h3366cc;
            164: color_24_bit = 24'h336699;
            165: color_24_bit = 24'h336666;
            166: color_24_bit = 24'h336633;
            167: color_24_bit = 24'h336600;
            168: color_24_bit = 24'h3333ff;
            169: color_24_bit = 24'h3333cc;
            170: color_24_bit = 24'h333399;
            171: color_24_bit = 24'h333366;
            172: color_24_bit = 24'h333333;
            173: color_24_bit = 24'h333300;
            174: color_24_bit = 24'h3300ff;
            175: color_24_bit = 24'h3300cc;
            176: color_24_bit = 24'h330099;
            177: color_24_bit = 24'h330066;
            178: color_24_bit = 24'h330033;
            179: color_24_bit = 24'h330000;
            180: color_24_bit = 24'h00ffff;
            181: color_24_bit = 24'h00ffcc;
            182: color_24_bit = 24'h00ff99;
            183: color_24_bit = 24'h00ff66;
            184: color_24_bit = 24'h00ff33;
            185: color_24_bit = 24'h00ff00;
            186: color_24_bit = 24'h00ccff;
            187: color_24_bit = 24'h00cccc;
            188: color_24_bit = 24'h00cc99;
            189: color_24_bit = 24'h00cc66;
            190: color_24_bit = 24'h00cc33;
            191: color_24_bit = 24'h00cc00;
            192: color_24_bit = 24'h0099ff;
            193: color_24_bit = 24'h0099cc;
            194: color_24_bit = 24'h009999;
            195: color_24_bit = 24'h009966;
            196: color_24_bit = 24'h009933;
            197: color_24_bit = 24'h009900;
            198: color_24_bit = 24'h0066ff;
            199: color_24_bit = 24'h0066cc;
            200: color_24_bit = 24'h006699;
            201: color_24_bit = 24'h006666;
            202: color_24_bit = 24'h006633;
            203: color_24_bit = 24'h006600;
            204: color_24_bit = 24'h0033ff;
            205: color_24_bit = 24'h0033cc;
            206: color_24_bit = 24'h003399;
            207: color_24_bit = 24'h003366;
            208: color_24_bit = 24'h003333;
            209: color_24_bit = 24'h003300;
            210: color_24_bit = 24'h0000ff;
            211: color_24_bit = 24'h0000cc;
            212: color_24_bit = 24'h000099;
            213: color_24_bit = 24'h000066;
            214: color_24_bit = 24'h000033;
            215: color_24_bit = 24'hee0000;
            216: color_24_bit = 24'hdd0000;
            217: color_24_bit = 24'hbb0000;
            218: color_24_bit = 24'haa0000;
            219: color_24_bit = 24'h880000;
            220: color_24_bit = 24'h770000;
            221: color_24_bit = 24'h550000;
            222: color_24_bit = 24'h440000;
            223: color_24_bit = 24'h220000;
            224: color_24_bit = 24'h110000;
            225: color_24_bit = 24'h00ee00;
            226: color_24_bit = 24'h00dd00;
            227: color_24_bit = 24'h00bb00;
            228: color_24_bit = 24'h00aa00;
            229: color_24_bit = 24'h008800;
            230: color_24_bit = 24'h007700;
            231: color_24_bit = 24'h005500;
            232: color_24_bit = 24'h004400;
            233: color_24_bit = 24'h002200;
            234: color_24_bit = 24'h001100;
            235: color_24_bit = 24'h0000ee;
            236: color_24_bit = 24'h0000dd;
            237: color_24_bit = 24'h0000bb;
            238: color_24_bit = 24'h0000aa;
            239: color_24_bit = 24'h000088;
            240: color_24_bit = 24'h000077;
            241: color_24_bit = 24'h000055;
            242: color_24_bit = 24'h000044;
            243: color_24_bit = 24'h000022;
            244: color_24_bit = 24'h000011;
            245: color_24_bit = 24'heeeeee;
            246: color_24_bit = 24'hdddddd;
            247: color_24_bit = 24'hbbbbbb;
            248: color_24_bit = 24'haaaaaa;
            249: color_24_bit = 24'h888888;
            250: color_24_bit = 24'h777777;
            251: color_24_bit = 24'h555555;
            252: color_24_bit = 24'h444444;
            253: color_24_bit = 24'h222222;
            254: color_24_bit = 24'h111111;
            255: color_24_bit = 24'h000000;
            default:  color_24_bit = 24'heeeeee;
        endcase
    end
endmodule
```
==> results.yml <==
# yosys + openroad results
finish:
  final_layout_top_logic_cell: "sky130_fd_sc_hd__buf_4"
  final.clkbuf_count: 0
  layout.cells.most_common_list: "sky130_fd_sc_hd__buf_4, sky130_fd_sc_hd__buf_6, sky130_fd_sc_hd__nor2_1, sky130_fd_sc_hd__buf_2, sky130_fd_sc_hd__o21ai_0"
  seq_cells: 0
  final-seq-area_um2: 0
  share_of_layout_cells_above_drive_strength_1_pct: 61.2
  area_delta_synth_final_pct: 103
floorplanning:
  core_area_mm2: 0.00773
  fp.dieW_um: 109
  floorplan.initialDensity_pct: 29.8
  design.die.area_mm2: 0.0119
  top_level_ports: 32
  dieHeight_um: 109
  placementRows: 32
synthesis:
  yosys-dominant-comb-family: "AND-OR/OR-AND gates"
  synth_cell_types: 67
  synth.area.top_cells: "sky130_fd_sc_hd__o21ai_0, sky130_fd_sc_hd__ha_1, sky130_fd_sc_hd__buf_4"
  fraction_of_synthesized_area_in_multiplexers_pct: 4.95
  yosys.stat.seqShare_pct: 0
  post_synth_instance_area_mm2: 0.00230
  ys_sh_xor_pct: 1.90
  compound_area_share_pct: 43.6
  synth-simple-area-share_pct: 27.5
  postSynthAreaPerCell_um2: 6.65
  top_area_share_pct: 7.18
  yosys.stat.chipArea_mm2: 0.00230
  syn_inst: 346
  synthAdderAreaFrac_pct: 6.42
  ys_cells: 346
  count_of_synthesis_stage_warnings_from_yosys: 1
  synthDominantAreaCellType: "sky130_fd_sc_hd__o21ai_0"
run_status:
  violations: "setup timing"
  result_of_the_run: "finished, violations left"
pwr:
  pwr_density_cell_mw_per_mm2: 236
  power.leakage_nw: 1.94
  ir_drop_v: 0.000132
clocking:
  post_cts_hold_buffers: 0
setup_path:
  critical_path_s_top_delay_family: "simple AND/OR/NAND/NOR gates"
  worstPathRequired_ns: 1.76
  slowest_delay_ns: 0.52
  setup.worst_path.class: "input pin to primary output"
  timing.critical_path.to_type: "primary output"
  cpMaxStageDelayCell: "sky130_fd_sc_hd__or4_1"
  crit_path_cell_trace: "buf_12, clkinv_8, ha_4, buf_4, nand2b_1, o32ai_1, o21ai_1, o21ai_0, or4_1, buf_2"
  critical_path.max_fanout: 6
  critPathBufInv: 4
  worst-endpoint-arrival_ns: 2.25
  startpoint_type: "input pin"
global_route:
  grt_pass1_wl_um: 18100
  overflow: 0
  grt_max_degree: 16
  antenna_found_initial: 0
  grt_pass1_vias: 3393
  groute.usage.overall_pct: 18.7
place:
  routabilityCongestion: 0.967
  port_buffers: 32
  detailed_place_hpwl_um: 7520
sta:
  relSlewSlack_pct: 72.7
  totalNegativeSetupSlack_ns: -5.83
  final.period_utilization_pct: 122
  clock.fmax_mhz: 372
  maxSlewViolCount: 0
  finalHoldWorstSlack_ns: 1.48
  timing.final.ws_setup_ns: -0.492
  number_of_hold_violations_in_the_final_report: 0
  grt_setup_unrepaired: "true"
  fin_crit_ns: 2.69
  finalSetupViolCount: 22
  slew_worst_pin_ns: 0.409
run:
  maxCapViolCount: 0
  tool_warnings: 44
route:
  vias: 3557
  wl_um: 12200
  drc: 0
  viasPerCell: 5.89
  n_antenna_cell: 0
  detail_route.wl_per_cell_um: 20.3
  drtPass1Iterations: 5
  postRouteAntennaNets: 0
  detail_route.iter0.violations: 271
hold_path:
  min_path_type: "input pin to primary output"
## tightest hold or removal path, delay by kind of cell
kind            cells  cell delay (ns)
compound gates      1             0.10
buf+inv             3             0.49
## synth_stat cells, drive strengths merged, types with 5 or more instances
cell type,instances
clkbuf,8
nor2,26
nor2b,16
a21oi,25
ha,11
or3,5
nand3,9
nand3b,5
nand2,20
a221oi,6
o211ai,7
mux2i,8
o21ai,35
nand2b,16
o32ai,7
buf,40
a2111oi,5
inv,10
nor3,6
a211oi,8
## cells by family (layout without fill, tap and decap cells)
| logic type | after synthesis | after routing |
|---|---|---|
| mux | 11 | 11 |
| fa+ha+maj | 12 | 12 |
| compound gates | 139 | 139 |
| buf+inv | 61 | 217 |
| xor+xnor | 5 | 5 |
| simple gates | 118 | 118 |
## what timing repair did
item | CTS | global route
gates cloned | 2 | 0
endpoints found under the setup margin | 24 | 24
pin swaps | 52 | 35
resized | 233 | 70
setup buffers | 44 | 13
## worst paths after layout
path	start	to	slack, ns	cells past startpoint
hold / removal	color256[6]	r_value[5]	1.48	4
setup / recovery	color256[0]	b_value[5]	-0.49	10
## stage by stage
step / instances / power [mW] / instance area, µm² / setup slack (ns) / util (%)
after floorplan: 346 / 0.451 / 2470 / -0.230 / -
after global placement: 548 / 0.800 / 3470 / -1.24 / 44.9
after detailed placement: 548 / 0.800 / 3470 / -1.27 / 44.9
after CTS: 593 / 0.966 / 4310 / -0.345 / 55.7
after global routing: 604 / 1.17 / 4680 / -0.550 / 60.6
final: 604 / 1.11 / 4680 / -0.492 / 60.6
## final cells by class
type	count	area (µm²)
multi-input cells	285	2580
inverters	13	91.3
well taps	102	128
repair buffers	204	1880
fillers	580	3050
## per-layer routing
metal | up-vias | GRT usage [%] | wire (µm)
met1 | 1708 | 25.6 | 5340
met3 | 27 | 2.39 | 1060
met2 | 205 | 29.0 | 5500
li1 | 1617 | - | -
met5 | - | 0 | 0
met4 | 0 | 7.53 | 349
## report_power, final
group | internal [mW] | switching [mW] | leakage, nW | total, mW
combinational | 0.583 | 0.522 | 1.94 | 1.11
clock | 0 | 0 | 0 | 0
sequential | 0 | 0 | 0 | 0
Power and IR drop assume default switching activity.
